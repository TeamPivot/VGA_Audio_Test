[/design/flow/config.mk]
export PLATFORM = sky130hd
export DESIGN_NAME = VGA_Controller
export DESIGN_NICKNAME = VGA_Controller
export VERILOG_FILES = /design/flow/design.v
export SDC_FILE = /design/flow/constraint.sdc
export NUM_CORES = 4
export LEC_CHECK = 1
export CORE_AREA = 10 10 113 113
export DIE_AREA = 0 0 123 123
[/design/flow/design.v]
`timescale 1ns / 1ps
module VGA_Controller(
    input clk25MHz,
    output reg hsync,
    output reg vsync,
    output reg [2:0] rgb
    );
reg [9:0] hcount;
reg [9:0] vcount;
reg [6:0] column_count;
reg [2:0] current_color;
always @ (posedge clk25MHz)
begin
	if(hcount == 799)
	begin
		hcount <= 0;
		if(vcount == 524)
			vcount <= 0;
		else
			vcount <= vcount + 1;
	end
	else
		hcount <= hcount + 1;
	if(vcount >= 490 && vcount < 492)
		vsync <= 0;
	else
		vsync <= 1;
	if(hcount >= 656 && hcount < 752)
		hsync <= 0;
	else
		hsync <= 1;
	if(hcount < 640 && vcount < 480)
	begin
		if(column_count < 80)
			column_count <= column_count + 1;
		else
		begin
			column_count <= 0;
			current_color <= current_color + 1;
		end
		rgb <= current_color;
	end
	else
	begin
		rgb <= 3'b000;
		current_color <= 3'b000;
		column_count <= 7'b0000000;
	end
end
initial
begin
	hcount = 0;
	vcount = 0;
	current_color = 3'b000;
	column_count = 0;
end
endmodule
[/design/flow/run.sh]
#!/bin/bash
# OpenROAD 26Q1-2900-gdf79404cd8, Yosys 0.63+post, stock flow scripts
make -C /OpenROAD-flow-scripts/flow DESIGN_CONFIG=/design/flow/config.mk WORK_HOME=/design/flow/orfs finish
[/design/flow/constraint.sdc]
current_design VGA_Controller

set clk_period 2.6
set clk_io_pct 0.2

create_clock -name clk0 -period $clk_period [get_ports {clk25MHz}]

set non_clock_inputs [all_inputs -no_clocks]
set_input_delay [expr $clk_period * $clk_io_pct] -clock clk0 $non_clock_inputs
set_output_delay [expr $clk_period * $clk_io_pct] -clock clk0 [all_outputs]
==> results.sh <==
# flow metrics
export IMPL_cts_repair_resized=0
export IMPL_cts_buffer_depth=2
export IMPL_avgSynthCellArea_sq_um=10.1
export IMPL_period_used_pct=72.9
export IMPL_n_antenna_cell=0
export IMPL_synth_area_sq_um=1530
export IMPL_tns_ps=0
export IMPL_area_growth_pct=18.7
export IMPL_final_cell_area_sq_um=1820
export IMPL_top_cell_area_share_pct=32.7
export IMPL_drive_above_1_share_pct=5.56
export IMPL_seq_area_frac_synth_pct=52.4
export IMPL_synth_cells=151
export IMPL_worstReg2RegStart="hcount[0]"
export IMPL_io_pins=6
export IMPL_vias=1001
export IMPL_reg2reg_to="vcount[7]"
export IMPL_slew_violations=0
export IMPL_rrSetupSlack_ps=700
export IMPL_io_buffers=5
export IMPL_yosys_warnings=1
export IMPL_finalSetupViolations=0
export IMPL_end_kind="flip-flop"
export IMPL_startpoint="hcount[0]"
export IMPL_first_global_vias=915
export IMPL_seq_area_sq_um=801
export IMPL_htree_levels=2
export IMPL_insertion_delay_ps=280
export IMPL_common_cells="dfxtp_1, nor2_1, nand3_1"
export IMPL_num_rows=37
export IMPL_clock_sinks=35
export IMPL_dieArea_sq_um=15100
export IMPL_ctsHoldBuffers=0
export IMPL_cp_endpoint="vcount[7]"
export IMPL_place_area_sq_um=1730
export IMPL_cts_setup_buffers=0
export IMPL_coreArea_sq_um=10300
export IMPL_slew_headroom_pct=57.5
export IMPL_worstPathArrival_ps=1810
export IMPL_path_class="reg -> reg"
export IMPL_ant_nets=0
export IMPL_initial_utilization_pct=14.8
export IMPL_track_usage_pct=3.06
export IMPL_synth_most_common_cell="dfxtp_1"
export IMPL_cap_violations=0
export IMPL_crit_family="simple AND/OR/NAND/NOR gates"
export IMPL_cts_buffers=5
export IMPL_clk_pin_slew_ps=70
export IMPL_yosysTopAreaCell="dfxtp_1"
export IMPL_ys_area_sq_um=1530
export IMPL_drt_iter0_drc=64
export IMPL_hold_class="reg -> reg"
export IMPL_final_cells=298
export IMPL_synth_area_top_cells="dfxtp_1, edfxtp_1, ha_1"
export IMPL_comb_area_sq_um=687
export IMPL_worstSetupPathDepth=4
export IMPL_fmax_ghz=0.528
export IMPL_drc_errors=0
export IMPL_crit_slowest_cell="nor2_2"
export IMPL_firstDrtPassIters=4
export IMPL_worstPathCellList="ha_1, and4_1, nand3_1, nor2_2"
export IMPL_cts_tree="done"
export IMPL_dpl_hpwl_um=1630
export IMPL_cp_start_kind="flip-flop"
export IMPL_place_congestion=0.814
export IMPL_grt_pass1_wl_um=4000
export IMPL_critPathMaxFanout=14
export IMPL_routed_wl_um=2230
export IMPL_yosysUniqueCellTypes=31
export IMPL_worst_path_buf_inv=0
export IMPL_async_reset_ff_share_pct=0
export IMPL_fillerInstances=1136
export IMPL_die_w_um=123
export IMPL_grt_overflow=0
export IMPL_clock_skew_ps=4.70
export IMPL_fin_crit_ps=1900
export IMPL_wl_per_cell_um=7.50
export IMPL_viasPerCell=3.36
export IMPL_ff_type="dfxtp_1"
export IMPL_rsz0062_at_grt="no"
export IMPL_hold_violations=0
export IMPL_grt_max_degree=15
export IMPL_leakage_nw=0.676
export IMPL_outcome="finished, final reports clean"
export IMPL_reg2reg_depth=4
export IMPL_synth_seq_cells=35
export IMPL_die_h_um=123
export IMPL_warnings=29
export IMPL_p_per_area_nw_per_um2=507
export IMPL_edf_count=10
export IMPL_ys_cells=151
export IMPL_crit_path_max_incr_delay_ps=520
export IMPL_antenna_found_initial=0
export IMPL_required_ps=2520
export IMPL_worst_pin_slew_ps=636
export IMPL_ir_worst_vdd_mv=0.228
export IMPL_dp_cells=290
export IMPL_cts_root_buf="clkbuf_8"
-- power breakdown --
group	leakage (nW)	internal, mW	switching, mW	total, mW
logic	0.316	0	0	0.000000316
registers	0.318	0.557	0	0.557
clock network	0.0422	0.188	0.176	0.364
-- metal layers --
| layer | wire (um) | track usage (%) | vias to the layer above |
|---|---|---|---|
| li1 | - | - | 531 |
| met1 | 1130 | 4.14 | 454 |
| met2 | 928 | 4.82 | 10 |
| met3 | 100 | 0.786 | 6 |
| met4 | 76 | 0.801 | 0 |
| met5 | 0 | 0 | - |
-- area by class of cell --
type                    instances  share of cell area [%]
clock buffers                   7                    4.20
clock inverters                 1                   0.276
flip-flops and latches         35                    44.1
repair buffers                  5                    2.76
well taps                     136                    9.37
multi-input cells             107                    37.8
inverters                       7                    1.45
-- how the worst min path moves through the flow --
stage,from,end,slack (ps),cells after the start
4_1_cts,column_count[0],column_count[0],450,1
5_1_grt,column_count[0],column_count[0],470,1
6_report,column_count[0],column_count[0],440,1
-- kinds of logic after synthesis --
family	Yosys count	synth area share [%]
xor+xnor	20	11.5
buf+inv	9	2.70
compound gates	9	3.44
simple gates	70	23.7
fa+ha+maj	7	5.73
mux	1	0.655
flops	35	52.4
-- stage by stage --
stage / util (%) / worst slack, ps / power [mW] / hold slack [ps]
final: 17.6 / 704 / 0.921 / 444
after global routing: 17.6 / 458 / 0.966 / 467
after CTS: 17.6 / 663 / 0.937 / 448
after detailed placement: 16.8 / 687 / 0.569 / 438
after global placement: 16.8 / 714 / 0.569 / 432
after floorplan: - / 899 / 0.569 / 413
-- worst reg2reg max path: cells and delay by family, from the launching register on --
kind | cells | cell delay [ps]
adder cells (fa/ha/maj) | 1 | 220
flip-flops | 1 | 400
AND/OR/NAND/NOR | 3 | 920
-- flip-flops by register name, summed over array words and instances, names as in the netlist --
name and flops:
rgb 3, current_color 3, vcount 10, vsync 1, hsync 1, column_count 7
hcount 10
-- placed cells by master (no fill, tap or decap), drive strengths merged --
master | synthesis | routed
dfxtp | 25 | 25
nor2 | 23 | 23
nand3 | 12 | 12
xor2 | 10 | 10
xnor2 | 10 | 10
edfxtp | 10 | 10
nand2 | 9 | 9
inv | 7 | 7
ha | 7 | 7
clkbuf | 0 | 7
nor3 | 5 | 5
clkdlybuf4s50 | 0 | 5
nor2b | 4 | 4
o21ai | 4 | 4
and3 | 3 | 3
and2 | 3 | 3
nand4 | 2 | 2
or3 | 2 | 2
and4 | 2 | 2
a21oi | 2 | 2
nor4 | 1 | 1
a22o | 1 | 1
nor3b | 1 | 1
and3b | 1 | 1
nand3b | 1 | 1
mux2i | 1 | 1
or3b | 1 | 1
a31oi | 1 | 1
a211oi | 1 | 1
clkinv | 0 | 1
Power figures rest on the tool's default switching activity, not on a simulated workload.
