## /design/flow/config.mk

```make
export PLATFORM = sky130hd
export DESIGN_NAME = CLK_DIV
export DESIGN_NICKNAME = CLK_DIV
export VERILOG_FILES = /design/flow/design.v
export SDC_FILE = /design/flow/constraint.sdc
export NUM_CORES = 4
export LEC_CHECK = 1
export CORE_AREA = 10 10 96 96
export DIE_AREA = 0 0 106 106
```

## /design/flow/constraint.sdc

```tcl
current_design CLK_DIV

set clk_period 3.8
set clk_io_pct 0.2

create_clock -name clk0 -period $clk_period [get_ports {clk_in}]

set non_clock_inputs [all_inputs -no_clocks]
set_input_delay [expr $clk_period * $clk_io_pct] -clock clk0 $non_clock_inputs
set_output_delay [expr $clk_period * $clk_io_pct] -clock clk0 [all_outputs]
```

## /design/flow/design.v

```verilog
`timescale 1ns / 1ps
module CLK_DIV(
    input clk_in,
    output clk_out
    );
	parameter divider = 1;
	reg [31:0] counter;
	reg clk_div_buff;
	assign clk_out = clk_div_buff;
	always @ (posedge clk_in)
	begin
		if (counter == (50000000 / divider) / 2)
		begin
			clk_div_buff = !clk_div_buff;
			counter = 32'h0;
		end
		else
			counter = counter + 1;
		begin
		end
	end
	initial
	begin
		clk_div_buff = 0;
		counter = 0;
	end
endmodule
```

## /design/flow/run.sh

```bash
#!/bin/bash
# OpenROAD 26Q1-2900-gdf79404cd8, Yosys 0.63+post, stock flow scripts
make -C /OpenROAD-flow-scripts/flow DESIGN_CONFIG=/design/flow/config.mk WORK_HOME=/design/flow/orfs finish
```

==> results.json <==
{
  "outcome": "finished, final reports clean",
  "cp.required_ps": 4020,
  "max_fclk_ghz": 0.5193,
  "synthDistinctLibCells": 30,
  "worstHoldPathType": "reg2reg",
  "worstSetupEndpointType": "flip-flop",
  "die_height_um": 106,
  "post_synth_inst_count": 182,
  "htree_depth": 2,
  "globalplace.congestion": 0.8649,
  "hold_depth": 1,
  "finalCritPeriodShare": 0.5068,
  "drc_viols": 0,
  "leakage_nw": 0.6131,
  "relSlewSlack": 0.5021,
  "fp_util": 0.2220,
  "stage_log_warnings": 26,
  "detail-route-antenna-nets": 0,
  "cp.buffers_inverters": 0,
  "final.setup.tns_ps": 0,
  "cp.arrival_ps": 2150,
  "worst_r2r_startpoint": "counter[0]$_SDFF_PN0_",
  "total_power_w": 0.0005982,
  "grt_util_all_layers": 0.05965,
  "dp_hpwl_mm": 2.377,
  "final_layout_top_logic_cells": "sky130_fd_sc_hd__dfxtp_1 (32), sky130_fd_sc_hd__nand3_1 (19), sky130_fd_sc_hd__nand4_1 (15), sky130_fd_sc_hd__xnor2_1 (14), sky130_fd_sc_hd__nand2_1 (10)",
  "critical_path.startpoint_type": "flip-flop",
  "timing.hold.ws_ps": 471.2,
  "detail_route.vias_per_cell": 4.691,
  "io_buffers": 1,
  "worstMarginPinSlew_ps": 740.0,
  "io_pins": 2,
  "wl_per_cell_um": 11.75,
  "rr_endpoint": "counter[24]$_SDFF_PN0_",
  "drtIter0Drc": 149,
  "synth.yosys.chip_area_um2": 1602,
  "yosys_warnings": 1,
  "synth.cell_area_um2": 1602,
  "worst_setup_hold_path_clk_slew_ps": 70,
  "cts-root-buf": "sky130_fd_sc_hd__clkbuf_8",
  "drv_slew": 0,
  "syn_to_final_growth_pct": 12.73,
  "maximum_vdd_drop_mv": 0.1003,
  "synth-seq-area-share": 0.4187,
  "total_power_per_unit_cell_area_nw_per_um2": 331.3,
  "tritoncts": "yes",
  "final_period_minus_worst_setup_slack_ps": 1926,
  "cts_buffers": 5,
  "place_area_um2": 1723,
  "regToRegSetupSlack_ps": 1870,
  "clock-skew-final_ps": 6.707,
  "final_area_um2": 1805,
  "drt_pre_antenna_iters": 4,
  "report.final.setup_viol": 0,
  "buffers_inserted_during_post_cts_setup_optimization": 0,
  "dieArea_um2": 11240,
  "rr_worst_depth": 5,
  "drv.max_cap_violation_count": 0,
  "layout.core_utilization": 0.2503,
  "synth_flop_count": 33,
  "hold_fix_buffers_at_cts": 0,
  "critPathSlowestCell": "sky130_fd_sc_hd__or4_1",
  "clock_tree.buffer_depth": 2,
  "rsz0062_at_grt": "no",
  "clock.latency.late_pin_ps": 290,
  "core_area_um2": 7214,
  "min-delay-start": "counter[31]$_SDFF_PN0_",
  "grt_start_max_net_pins": 12,
  "min_delay_worst_endpoint": "counter[31]$_SDFF_PN0_",
  "critPathMaxStageDelay_ps": 470,
  "drive_above_1_share": 0.05914,
  "global_route.overflow_total": 0,
  "ctsResizeCount": 0,
  "setup.worst_path.class": "reg2reg",
  "path_delay_family": "simple AND/OR/NAND/NOR gates",
  "layout_top_cell_excl_fill_tap": "sky130_fd_sc_hd__dfxtp_1",
  "cts_num_sinks": 33,
  "grt_pass1_vias": 1227,
  "grt_first_pass_wirelength_mm": 5.747,
  "detailroute.via_count": 1337,
  "yosys_cells": 182,
  "detail_route.wirelength_mm": 3.349,
  "placementRows": 31,
  "worst-path-max-fanout": 6,
  "hold_viol": 0,
  "syn_area_per_cell_um2": 8.800,
  "diodes": 0,
  "worstPathCellList": "ha_1 -> nand2_1 -> or4_4 -> or4_1 -> a21oi_1",
  "die_span_in_x_um": 106,
  "grt_antenna_before_repair": 0
}
-- stage by stage --
| step | std cells | worst slack, ps |
|---|---|---|
| after floorplan | 182 | 2004 |
| after global placement | 277 | 1929 |
| after detailed placement | 277 | 1884 |
| after CTS | 285 | 1867 |
| after global routing | 285 | 1663 |
| final | 285 | 1874 |
-- area by class of cell --
cell class,count,area [um2]
Clock inverter,2,10.01
Clock buffer,6,72.57
Fill cell,795,5409
Inverter,5,18.77
Multi-Input combinational cell,137,884.6
Tap cell,99,123.9
Timing Repair Buffer,3,25.02
Sequential cell,33,670.6
-- routing by layer --
layer  track usage  routed length [um]  part of all wire  up-vias
met5             0                   0                 0        -
met4      0.008704                  55             0.016        0
met3       0.01590                 208             0.062        6
met2       0.09055                1373              0.41       47
met1       0.08529                1712              0.51      597
li1              -                   -                 -      687
-- worst max-delay path by stage --
stage / start / end / cells past startpoint
6_report: counter[0]$_SDFF_PN0_ / counter[24]$_SDFF_PN0_ / 5
5_1_grt: counter[0]$_SDFF_PN0_ / counter[24]$_SDFF_PN0_ / 5
4_1_cts: counter[0]$_SDFF_PN0_ / counter[24]$_SDFF_PN0_ / 5
-- Yosys cell counts --
library cell / number / area, um2
sky130_fd_sc_hd__a21oi_1: 6 / 30.03
sky130_fd_sc_hd__a41oi_1: 1 / 8.760
sky130_fd_sc_hd__and2_1: 2 / 12.51
sky130_fd_sc_hd__and3_1: 6 / 37.54
sky130_fd_sc_hd__and4_1: 5 / 43.79
sky130_fd_sc_hd__clkbuf_1: 6 / 22.52
sky130_fd_sc_hd__clkbuf_2: 1 / 5.000
sky130_fd_sc_hd__dfxtp_1: 32 / 640.6
sky130_fd_sc_hd__edfxtp_1: 1 / 30.03
sky130_fd_sc_hd__ha_1: 2 / 25.02
sky130_fd_sc_hd__inv_1: 5 / 18.77
sky130_fd_sc_hd__nand2_1: 10 / 37.54
sky130_fd_sc_hd__nand3_1: 19 / 95.09
sky130_fd_sc_hd__nand3_4: 1 / 17.52
sky130_fd_sc_hd__nand3b_1: 1 / 7.510
sky130_fd_sc_hd__nand4_1: 15 / 93.84
sky130_fd_sc_hd__nor2_1: 9 / 33.78
sky130_fd_sc_hd__nor2b_1: 2 / 12.51
sky130_fd_sc_hd__nor3_1: 3 / 15.01
sky130_fd_sc_hd__nor4_1: 9 / 56.30
sky130_fd_sc_hd__nor4b_1: 3 / 26.28
sky130_fd_sc_hd__o211ai_1: 1 / 7.510
sky130_fd_sc_hd__o21ai_0: 7 / 35.03
sky130_fd_sc_hd__o31a_1: 1 / 8.760
sky130_fd_sc_hd__o31ai_1: 4 / 30.03
sky130_fd_sc_hd__or3_1: 4 / 25.02
sky130_fd_sc_hd__or4_1: 4 / 30.03
sky130_fd_sc_hd__or4_4: 1 / 11.26
sky130_fd_sc_hd__xnor2_1: 14 / 122.6
sky130_fd_sc_hd__xor2_1: 7 / 61.31
-- power breakdown --
part           switching, W  leakage (nW)  internal, W        total, W
clock              0.000124        0.0450     0.000127        0.000251
sequential                0         0.269     0.000347        0.000347
combinational             0         0.299            0  0.000000000299
-- state kept, by name, indices dropped and copies added, names as in the netlist --
signal / count
clk_div_buff: 1
counter: 32
-- cell families (layout without fill, tap and decap cells) --
logic type,after synthesis,after routing,synth area share
flip-flops,33,33,0.4187
AND-OR/OR-AND,20,20,0.07500
adder cells (fa/ha/maj),2,2,0.01562
XOR/XNOR,21,21,0.1148
AND/OR/NAND/NOR,94,94,0.3469
buffers and inverters,12,16,0.02890
Power is estimated from default activity; no workload was simulated.
