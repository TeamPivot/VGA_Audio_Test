[./design.v]
`timescale 1ns / 1ps
module ROM(
    input [4:0] address,
    output reg [3:0] data
    );
	always @ (address)
	begin
		case(address)
			0: data = 4'h8;
			1: data = 4'h9;
			2: data = 4'hA;
			3: data = 4'hC;
			4: data = 4'hD;
			5: data = 4'hE;
			6: data = 4'hE;
			7: data = 4'hF;
			8: data = 4'hF;
			9: data = 4'hF;
			10: data = 4'hE;
			11: data = 4'hE;
			12: data = 4'hD;
			13: data = 4'hC;
			14: data = 4'hA;
			15: data = 4'h9;
			16: data = 4'h7;
			17: data = 4'h6;
			18: data = 4'h5;
			19: data = 4'h3;
			20: data = 4'h2;
			21: data = 4'h1;
			22: data = 4'h1;
			23: data = 4'h0;
			24: data = 4'h0;
			25: data = 4'h0;
			26: data = 4'h1;
			27: data = 4'h1;
			28: data = 4'h2;
			29: data = 4'h3;
			30: data = 4'h5;
			31: data = 4'h6;
			default: data = 4'hX;
		endcase
	end
endmodule
[./run.sh]
#!/bin/bash
# OpenROAD 26Q1-2900-gdf79404cd8, Yosys 0.63+post, stock flow scripts
make -C /OpenROAD-flow-scripts/flow DESIGN_CONFIG=/design/flow/config.mk WORK_HOME=/design/flow/orfs finish
[./config.mk]
export PLATFORM = sky130hd
export DESIGN_NAME = ROM
export DESIGN_NICKNAME = ROM
export VERILOG_FILES = /design/flow/design.v
export SDC_FILE = /design/flow/constraint.sdc
export NUM_CORES = 4
export LEC_CHECK = 1
export CORE_AREA = 10 10 70 70
export DIE_AREA = 0 0 80 80
[./constraint.sdc]
current_design ROM

set clk_period 1.7
set clk_io_pct 0.2

create_clock -name clk0 -period $clk_period

set non_clock_inputs [all_inputs -no_clocks]
set_input_delay [expr $clk_period * $clk_io_pct] -clock clk0 $non_clock_inputs
set_output_delay [expr $clk_period * $clk_io_pct] -clock clk0 [all_outputs]
==> impl_metrics.env <==
# implementation run metrics
export IMPL_p_sw_share_pct=40.3
export IMPL_die_y_um=80
export IMPL_fin_util_pct=10.9
export IMPL_hold_viol_final=0
export IMPL_pin_count_of_the_biggest_net_entering_global_routing=7
export IMPL_clkbuf_count=0
export IMPL_first_pass_grt_wire_length_um=814
export IMPL_dp_hpwl_um=476
export IMPL_cp_end_kind="primary output"
export IMPL_synth_area_per_cell_um2=8.47
export IMPL_syn_area_um2=186
export IMPL_worstPathMaxFanout=6
export IMPL_layout_drive_gt1_share_pct=47.2
export IMPL_antenna_diode_count=0
export IMPL_yosysSeqAreaShare_pct=0
export IMPL_ys_chip_area_um2=186
export IMPL_hold_path_startpoint="address[4]"
export IMPL_via_count=187
export IMPL_cell_internal_pwr_uw=48.2
export IMPL_hold_depth=4
export IMPL_power_clock_fraction_pct=0
export IMPL_synthesis_yosys_warnings=1
export IMPL_warnings=35
export IMPL_grt_total_usage_pct=1.50
export IMPL_critPathArrivalTime_ns=1.31
export IMPL_post_synth_inst_count=22
export IMPL_antenna_left=0
export IMPL_route_detailed_drc=0
export IMPL_peak_supply_drop_mv=0.0263
export IMPL_grt_antenna_before_repair=0
export IMPL_fillers=394
export IMPL_routed_wl_um=554
export IMPL_place_worst_setup_slack_ns=-0.730
export IMPL_synthToLayoutAreaGrowth_pct=99.3
export IMPL_detailedRoute_firstPassIterationCount=2
export IMPL_startpoint_class_of_the_critical_path="input port"
export IMPL_crit_required_ns=1.36
export IMPL_design_portCount=9
export IMPL_timing_hold_worst_endpoint="data[1]"
export IMPL_num_rows=21
export IMPL_power_switching_uw=32.6
export IMPL_globalRouteOverflowTotal=0
export IMPL_dpl_instance_area_um2=372
export IMPL_comb_pwr_share_pct=100.0
export IMPL_cts_hold_buf=0
export IMPL_gp_congestion=0.699
export IMPL_finalSetupViolations=0
export IMPL_seqCellArea_um2=0
export IMPL_layout_sequential_cells=0
export IMPL_post_route_period_util_pct=96.8
export IMPL_finalPower_uw=80.7
export IMPL_hold_worst_slack_ns=1.12
export IMPL_holdCritPathClass="input port to primary output"
export IMPL_setup_tns_ns=0
export IMPL_routed_wire_length_per_instance_um=6.76
export IMPL_measured_slew_at_the_worst_slew_check_pin_ns=0.244
export IMPL_via_per_inst=2.28
export IMPL_power_per_cell_area_mw_per_mm2=217
export IMPL_drt_first_iter_violations=6
export IMPL_slew_headroom_pct=83.7
export IMPL_maxCapViolCount=0
export IMPL_pwr_share_seq_pct=0
export IMPL_final_max_slew_viol_count=0
export IMPL_layout_cell_area_non_filler_um2=372
export IMPL_status="finished clean"
export IMPL_fin_cells=82
export IMPL_yosys_cell_types_count=14
export IMPL_numPortBuffers=9
export IMPL_grt_pass1_vias=158
export IMPL_worst_setup_path_type="input port to primary output"
export IMPL_leakagePower_nw=0.161
export IMPL_maxClockFrequency_ghz=0.607
export IMPL_core_mm2=0.00342
export IMPL_die_width_um=80
export IMPL_finalWorstPathRequiredPeriod_ns=1.65
export IMPL_chip_area_mm2=0.00640
export IMPL_initial_cell_density_of_the_core_pct=5.46
export IMPL_setup_slack_ns=0.0538
export IMPL_placed_cells_incl_taps=82
export IMPL_yosys_stat_cells=22
export IMPL_number_of_post_cts_setup_repair_buffers=0
==> power groups by stage <==
stage	Sequential, mW	Clock, mW	Combinational, mW
finish	0	0	0.0807
global route	0	0	0.0889
CTS	0	0	0.0770
==> critical path, cell delays in order <==
cell and delay, ns:
sky130_fd_sc_hd__clkdlybuf4s15_1 0.28, sky130_fd_sc_hd__nor3_2 0.24, sky130_fd_sc_hd__a31oi_2 0.07, sky130_fd_sc_hd__xnor2_1 0.13, sky130_fd_sc_hd__dlygate4sd2_1 0.25
==> logic make-up after synthesis <==
| logic type | synth area share [%] |
|---|---|
| AND-OR/OR-AND | 20.8 |
| XOR/XNOR | 18.8 |
| buffers and inverters | 10.1 |
| adder cells (fa/ha/maj) | 26.8 |
| AND/OR/NAND/NOR | 15.4 |
| multiplexers | 8.05 |
==> synth_stat cells <==
library cell | n | share of area, %
sky130_fd_sc_hd__ha_1 | 4 | 27
sky130_fd_sc_hd__xnor2_1 | 4 | 19
sky130_fd_sc_hd__inv_1 | 3 | 6.0
sky130_fd_sc_hd__a21o_1 | 1 | 4.0
sky130_fd_sc_hd__a21oi_1 | 1 | 2.7
sky130_fd_sc_hd__a22oi_1 | 1 | 4.0
sky130_fd_sc_hd__a31oi_1 | 1 | 3.4
sky130_fd_sc_hd__buf_4 | 1 | 4.0
sky130_fd_sc_hd__mux2_4 | 1 | 8.1
sky130_fd_sc_hd__nand2_1 | 1 | 2.0
sky130_fd_sc_hd__nand2b_1 | 1 | 3.4
sky130_fd_sc_hd__nand2b_4 | 1 | 7.4
sky130_fd_sc_hd__nor3_1 | 1 | 2.7
sky130_fd_sc_hd__o22ai_2 | 1 | 6.7
==> placed cells by master (no fill, tap or decap), types with 2 or more instances in the layout <==
master | Yosys | final
sky130_fd_sc_hd__dlygate4sd2_1 | 0 | 2
sky130_fd_sc_hd__inv_1 | 3 | 3
sky130_fd_sc_hd__xnor2_1 | 4 | 4
sky130_fd_sc_hd__buf_2 | 0 | 5
sky130_fd_sc_hd__buf_4 | 1 | 5
sky130_fd_sc_hd__ha_1 | 4 | 3
==> cell type report <==
type	instances	area [µm²]	area share [%]
inverters	3	11.3	3.03
repair buffers	15	111	30.0
multi-input cells	18	191	51.5
well taps	46	57.6	15.5
==> how the worst max path moves through the flow <==
stage / slack [ns] / cells after the start / end / from
final: 0.05 / 5 / data[2] / address[3]
after global routing: -0.002 / 5 / data[2] / address[3]
after CTS: 0.005 / 6 / data[0] / address[1]
==> routing by layer <==
metal	global-route usage, %	routed length (µm)	part of all wire, %
met1	1.85	248	45
met2	2.97	304	55
met3	0	1	0.18
met4	0	0	0
met5	0	0	0
==> what timing repair did <==
item | in CTS | in global routing
pin swaps | 2 | 2
resized | 21 | 5
setup endpoints to repair | 4 | 2
Power and IR drop assume default switching activity.
